<file path="flow/config.mk">
export PLATFORM = sky130hd
export DESIGN_NAME = uart_peripheral
export DESIGN_NICKNAME = uart_peripheral
export VERILOG_FILES = /design/flow/design.v
export SDC_FILE = /design/flow/constraint.sdc
export NUM_CORES = 4
export LEC_CHECK = 1
export CORE_UTILIZATION = 30
</file>
<file path="flow/constraint.sdc">
current_design uart_peripheral

set clk_period 2.9
set clk_io_pct 0.2

create_clock -name clk0 -period $clk_period [get_ports {clk}]

set non_clock_inputs [all_inputs -no_clocks]
set_input_delay [expr $clk_period * $clk_io_pct] -clock clk0 $non_clock_inputs
set_output_delay [expr $clk_period * $clk_io_pct] -clock clk0 [all_outputs]
</file>
<file path="flow/design.v">
module uart_peripheral #(
    parameter CLKS_PER_BIT = 87,
    parameter UART_DATA_ADDR   = 32'h00003000,
    parameter UART_STATUS_ADDR = 32'h00003004
)(
    input clk,
    input rst,
    input bus_enable,
    input [31:0] bus_addr,
    input [31:0] bus_write_data,
    input bus_write_en,
    input bus_read_en,
    output reg [31:0] bus_read_data,
    input rx_pin,
    output tx_pin,
    output [7:0] dma_rx_byte,
    output dma_rx_valid
);
    wire [7:0] rx_byte_raw;
    wire       rx_valid_raw;
    reg  [7:0] rx_data_reg;
    reg        rx_ready;
    reg        tx_en;
    reg  [7:0] tx_byte;
    wire       tx_busy;
    wire is_uart_data   = (bus_addr == UART_DATA_ADDR);
    wire is_uart_status = (bus_addr == UART_STATUS_ADDR);
    uart_rx #(
        .CLKS_PER_BIT(CLKS_PER_BIT)
    ) uart_rx_inst (
        .clk(clk),
        .rx_pin(rx_pin),
        .rx_byte(rx_byte_raw),
        .rx_valid(rx_valid_raw)
    );
    uart_tx #(
        .CLKS_PER_BIT(CLKS_PER_BIT)
    ) uart_tx_inst (
        .clk(clk),
        .tx_en(tx_en),
        .tx_byte(tx_byte),
        .tx_pin(tx_pin),
        .tx_busy(tx_busy)
    );
    assign dma_rx_byte = rx_byte_raw;
    assign dma_rx_valid = rx_valid_raw;
    always @(*) begin
        tx_en = 1'b0;
        tx_byte = bus_write_data[7:0];
        if (bus_enable && bus_write_en && is_uart_data && !tx_busy) begin
            tx_en = 1'b1;
        end
    end
    always @(*) begin
        if (bus_enable && is_uart_data) begin
            bus_read_data = {24'b0, rx_data_reg};
        end else if (bus_enable && is_uart_status) begin
            bus_read_data = {30'b0, tx_busy, rx_ready};
        end else begin
            bus_read_data = 32'h00000000;
        end
    end
    always @(posedge clk) begin
        if (rst) begin
            rx_data_reg <= 8'd0;
            rx_ready <= 1'b0;
        end else begin
            if (rx_valid_raw) begin
                rx_data_reg <= rx_byte_raw;
                rx_ready <= 1'b1;
            end
            if (bus_enable && bus_read_en && is_uart_data) begin
                rx_ready <= 1'b0;
            end
        end
    end
endmodule
module uart_rx #(
    parameter CLKS_PER_BIT = 87
)(
    input            clk,
    input            rx_pin,
    output reg [7:0] rx_byte,
    output reg       rx_valid
);
    parameter IDLE = 2'b00, START = 2'b01, DATA = 2'b10, STOP = 2'b11;
    reg [1:0] state = IDLE;
    reg [15:0] clock_count = 0;
    reg [2:0]  bit_index = 0;
    always @(posedge clk) begin
        rx_valid <= 1'b0;
        case (state)
            IDLE: begin
                clock_count <= 0;
                bit_index <= 0;
                if (rx_pin == 1'b0) state <= START;  
            end
            START: begin
                if (clock_count == (CLKS_PER_BIT/2)) begin
                    if (rx_pin == 1'b0) begin
                        clock_count <= 0;
                        state <= DATA;
                    end else state <= IDLE;
                end else clock_count <= clock_count + 1;
            end
            DATA: begin
                if (clock_count == CLKS_PER_BIT - 1) begin
                    clock_count <= 0;
                    rx_byte[bit_index] <= rx_pin;
                    if (bit_index < 7) bit_index <= bit_index + 1;
                    else state <= STOP;
                end else clock_count <= clock_count + 1;
            end
            STOP: begin
                if (clock_count == CLKS_PER_BIT - 1) begin
                    rx_valid <= 1'b1;
                    state <= IDLE;
                end else clock_count <= clock_count + 1;
            end
            default: state <= IDLE;
        endcase
    end
endmodule
module uart_tx #(
    parameter CLKS_PER_BIT = 87
)(
    input       clk,
    input       tx_en,
    input [7:0] tx_byte,
    output reg  tx_pin = 1'b1,
    output reg  tx_busy = 1'b0
);
    parameter IDLE = 2'b00, START = 2'b01, DATA = 2'b10, STOP = 2'b11;
    reg [1:0] state = IDLE;
    reg [15:0] clock_count = 0;
    reg [2:0]  bit_index = 0;
    reg [7:0]  data_reg = 0;
    always @(posedge clk) begin
        case (state)
            IDLE: begin
                tx_pin <= 1'b1;
                tx_busy <= 1'b0;
                clock_count <= 0;
                bit_index <= 0;
                if (tx_en) begin
                    data_reg <= tx_byte;
                    tx_busy <= 1'b1;
                    state <= START;
                end
            end
            START: begin
                tx_pin <= 1'b0;  
                if (clock_count == CLKS_PER_BIT - 1) begin
                    clock_count <= 0;
                    state <= DATA;
                end else clock_count <= clock_count + 1;
            end
            DATA: begin
                tx_pin <= data_reg[bit_index];
                if (clock_count == CLKS_PER_BIT - 1) begin
                    clock_count <= 0;
                    if (bit_index < 7) bit_index <= bit_index + 1;
                    else state <= STOP;
                end else clock_count <= clock_count + 1;
            end
            STOP: begin
                tx_pin <= 1'b1;  
                if (clock_count == CLKS_PER_BIT - 1) begin
                    state <= IDLE;
                end else clock_count <= clock_count + 1;
            end
            default: state <= IDLE;
        endcase
    end
endmodule
</file>
<file path="flow/run.sh">
#!/bin/bash
# OpenROAD 26Q1-2900-gdf79404cd8, Yosys 0.63+post, stock flow scripts
make -C /OpenROAD-flow-scripts/flow DESIGN_CONFIG=/design/flow/config.mk WORK_HOME=/design/flow/orfs finish
</file>
==> impl_metrics.json <==
{
  "critPathLaunchType": "input pin",
  "h-tree-depth": 3,
  "fin_util_pct": 40.7,
  "routedWlPerCell_um": 12.9,
  "area_delta_synth_final_pct": 31.2,
  "yosys_cells": 368,
  "power.leakage_nw": 2.03,
  "async_reset_ff_share_pct": 0,
  "die_x_um": 117,
  "fp-row-count": 41,
  "r2r_setup_slack_ns": 0.67,
  "grt_antenna_before_repair": 0,
  "p_per_area_nw_per_um2": 428,
  "warning_count": 59,
  "hpwlAfterDp_um": 5720,
  "overflow": 0,
  "path_class": "input pin to primary output",
  "required_ns": 2.32,
  "violations": "negative setup slack",
  "r2r-start": "uart_rx_inst.clock_count[2]",
  "slew-limit-headroom_pct": 54.6,
  "grt_max_degree": 17,
  "finalClockPeriodUsage_pct": 101,
  "finalHoldViolations": 0,
  "drc_errors": 0,
  "netlist_area_um2": 3960,
  "cpMaxStageDelayCell": "clkdlybuf4s50_1",
  "ys_top_cells_by_area": "edfxtp_1 (45%), dfxtp_1 (5.6%), nor3_1 (5.3%)",
  "cts_tree": "done",
  "rsz0062_at_grt": "true",
  "grt.total_usage_pct": 12.2,
  "io_pins": 112,
  "core_util_floorplan_pct": 31.0,
  "hp-start": "rx_data_reg[4]",
  "clkSinkCount": 70,
  "worst_slack_ns": -0.0152,
  "final_max_slew_viol_count": 0,
  "num_vias": 2874,
  "antenna_left": 0,
  "clkTransAtPathRegs_ns": 0.05,
  "edf_count": 59,
  "endpoint_kind": "primary output",
  "worst_ep_arrival_time_ns": 2.34,
  "yosys.area.top_type": "edfxtp_1",
  "slowest_delay_ns": 0.40,
  "setup_violations": 1,
  "insertion_delay_ns": 0.33,
  "yosys_warnings": 3,
  "clock-root-buffer": "clkbuf_16",
  "irDropWorstVdd_mv": 0.282,
  "path_cells": "clkdlybuf4s50_1 > nor4_1 > nand4_1 > buf_4 > nor3_2 > buf_4 > buf_6 > buf_6 > and2_4 > dlygate4sd2_1",
  "antenna_cells": 0,
  "ys_seq_elements": 70,
  "synth.top_cell.area_share_pct": 44.7,
  "die_area_um2": 13700,
  "die_height_um": 117,
  "period_needed_ns": 2.92,
  "crit_fanout": 3,
  "port-buffer-count": 63,
  "cts_buffers": 9,
  "wirelength_um": 8030,
  "clockBufferDepth": 2,
  "yosysSeqAreaShare_pct": 50.3,
  "syn_inst": 368,
  "ys_area_um2": 3960,
  "first_pass_iters": 6,
  "coreArea_um2": 12800,
  "first_global_vias": 2661,
  "hold-path-endpoint": "rx_data_reg[4]",
  "gp_congestion": 0.810,
  "holdPathStages": 2,
  "fmax_mhz": 343,
  "ys.flop_type": "edfxtp_1",
  "yosysUniqueCellTypes": 51,
  "total_power_mw": 2.23,
  "rr_worst_depth": 4,
  "drtIter0Drc": 121,
  "tightestPinTransition_ns": 0.679,
  "avgViaCountPerCell": 4.61,
  "max-cap-violations": 0,
  "drive_above_1_share_pct": 13.3,
  "grt_pass1_wl_um": 12600,
  "synth.avg_cell_area_um2": 10.8,
  "clock_skew_ns": 0.00760,
  "hold_path.class": "register to register",
  "outcome": "finished, violations left",
  "largestRegisters": "uart_rx_inst.clock_count x16, uart_tx_inst.clock_count x16",
  "regToRegEndpoint": "uart_rx_inst.clock_count[8]"
}
[per-layer routing]
metal	part of all wire (%)	wire, um	up-vias	GRT usage, %
li1	-	-	1476	-
met4	1.1	91	0	1.60
met3	5.4	433	6	3.93
met1	47	3780	1341	18.3
met2	46	3720	51	18.3
met5	0	0	-	0
[area by class of cell]
| class | count | area, um2 |
|---|---|---|
| Inverter | 13 | 48.8 |
| Sequential cell | 70 | 1990 |
| Clock inverter | 6 | 62.6 |
| Clock buffer | 10 | 229 |
| Fill cell | 1183 | 7570 |
| Timing Repair Buffer | 80 | 781 |
| Multi-Input combinational cell | 273 | 1870 |
| Tap cell | 172 | 215 |
[power by group]
group | internal, mW | switching (mW)
Combinational | 0.0535 | 0.0232
Clock | 0.662 | 0.404
Sequential | 1.08 | 0.00352
Total | 1.80 | 0.431
[through the flow]
stage | cell area [um2] | setup WS (ns) | cells | TNS (ns) | hold WS (ns)
floorplan | 4050 | 0.208 | 391 | 0 | 0.452
global placement | 4740 | -0.294 | 601 | -2.03 | 0.466
detailed placement | 4740 | -0.296 | 601 | -2.05 | 0.476
CTS | 5090 | -0.109 | 620 | -0.312 | 0.497
global route | 5200 | -0.144 | 624 | -0.359 | 0.513
finish | 5200 | -0.0152 | 624 | -0.0152 | 0.501
[how the worst max path moves through the flow]
stage / from / endpoint / slack (ns)
after CTS: bus_addr[29] / bus_read_data[0] / -0.11
after global routing: bus_addr[4] / bus_read_data[3] / -0.14
final: bus_addr[4] / bus_read_data[3] / -0.02
[cells in the final DEF, fill, tap and decap left out, types with 3 or more instances in the layout]
cell type        synthesis  final
edfxtp_1                59     59
nor3_1                  42     41
clkdlybuf4s50_1          0     30
conb_1                   1     24
nand2_1                 23     23
nor2_1                  22     20
xnor2_1                 18     18
dlygate4sd2_1            0     17
nand3_1                 15     15
dlymetal6s2s_1           0     15
buf_4                   25     14
inv_1                   13     13
ha_1                    13     13
nor4_1                  16     12
mux2i_1                 12     12
xor2_1                  11     11
dfxtp_1                 11     11
nand4_1                  9      9
o21ai_0                 10      9
clkbuf_16                0      9
a21oi_1                  6      6
and2_4                   0      5
nor4_2                   0      4
and4_1                   3      3
a211oi_1                 3      3
o31ai_1                  3      3
and2_1                   8      3
buf_6                    0      3
[synthesized netlist by cell type, types with 2 or more instances]
cell and count:
nor3_1 42, or2_2 3, a211oi_1 3, ha_1 13, xnor2_1 18, or3_1 2, and2_1 8, nand3b_1 2
nand3_1 15, o21ai_0 10, xor2_1 11, and4_1 3, buf_4 25, buf_2 2, nor2_1 22, mux2i_1 12
nand2_1 23, inv_1 13, or4_4 2, and3_1 2, clkbuf_1 7, dfxtp_1 11, nor4_1 16, a21oi_1 6
edfxtp_1 59, nor4b_1 3, o31ai_1 3, nand4_1 9
[critical path: cells and delay by family]
kind                   cells  cell delay, ns
buffers and inverters      6            1.10
and+or+nand+nor            4            0.66
[kinds of logic (layout without fill, tap and decap cells)]
kind of cell	count (synthesis)	count (layout)	share of synthesized area (%)
AND-OR/OR-AND	30	30	5.30
XOR/XNOR	29	29	6.41
adder cells (fa/ha/maj)	13	13	4.10
buffers and inverters	48	109	6.98
flip-flops	70	70	50.3
multiplexers	14	14	3.88
other	1	24	0.0946
AND/OR/NAND/NOR	163	163	23.0
[timing repair]
action,in CTS,in global routing
pin swaps,12,10
endpoints found under the setup margin,8,8
gates resized,35,22
buffers inserted,3,4
hold buffers,0,0
