==> ./design.v <==
module uart_dma(
    input clk,
    input rst,
    input toggle,    
    input [7:0] rx_byte,
    input rx_valid,
    output reg imem_load,
    output reg [31:0] imem_addr,
    output reg [31:0] imem_data,
    output reg addr_captured
);
    reg [1:0]  addr_byte_count;
    reg [1:0]  data_byte_count;
    reg [31:0] addr_shift_reg;
    reg [31:0] data_shift_reg;
    reg [31:0] next_imem_addr;
    reg        write_pending;
    always @(posedge clk) begin
        imem_load <= 1'b0;
        if (rst) begin
            imem_load <= 1'b0;
            imem_addr <= 32'd0;
            imem_data <= 32'd0;
            addr_captured <= 1'b0;
            addr_byte_count <= 2'd0;
            data_byte_count <= 2'd0;
            addr_shift_reg <= 32'd0;
            data_shift_reg <= 32'd0;
            next_imem_addr <= 32'd0;
            write_pending <= 1'b0;
        end else if (!toggle) begin
            imem_addr <= 32'd0;
            imem_data <= 32'd0;
            addr_captured <= 1'b0;
            addr_byte_count <= 2'd0;
            data_byte_count <= 2'd0;
            addr_shift_reg <= 32'd0;
            data_shift_reg <= 32'd0;
            next_imem_addr <= 32'd0;
            write_pending <= 1'b0;
        end else begin
            if (write_pending) begin
                imem_load <= 1'b1;
                write_pending <= 1'b0;
            end
            if (rx_valid) begin
                if (!addr_captured) begin
                    addr_shift_reg <= {addr_shift_reg[23:0], rx_byte};
                    if (addr_byte_count == 2'd3) begin
                        next_imem_addr <= {addr_shift_reg[23:0], rx_byte};
                        addr_captured <= 1'b1;
                        addr_byte_count <= 2'd0;
                    end else begin
                        addr_byte_count <= addr_byte_count + 2'd1;
                    end
                end else begin
                    data_shift_reg <= {data_shift_reg[23:0], rx_byte};
                    if (data_byte_count == 2'd3) begin
                        imem_addr <= next_imem_addr;
                        imem_data <= {data_shift_reg[23:0], rx_byte};
                        next_imem_addr <= next_imem_addr + 32'd4;
                        write_pending <= 1'b1;
                        data_byte_count <= 2'd0;
                    end else begin
                        data_byte_count <= data_byte_count + 2'd1;
                    end
                end
            end
        end
    end
endmodule
==> ./run.sh <==
#!/bin/bash
# OpenROAD 26Q1-2900-gdf79404cd8, Yosys 0.63+post, stock flow scripts
make -C /OpenROAD-flow-scripts/flow DESIGN_CONFIG=/design/flow/config.mk WORK_HOME=/design/flow/orfs finish
==> ./config.mk <==
export PLATFORM = sky130hd
export DESIGN_NAME = uart_dma
export DESIGN_NICKNAME = uart_dma
export VERILOG_FILES = /design/flow/design.v
export SDC_FILE = /design/flow/constraint.sdc
export NUM_CORES = 4
export LEC_CHECK = 1
export CORE_UTILIZATION = 30
==> ./constraint.sdc <==
current_design uart_dma

set clk_period 5.7
set clk_io_pct 0.2

create_clock -name clk0 -period $clk_period [get_ports {clk}]

set non_clock_inputs [all_inputs -no_clocks]
set_input_delay [expr $clk_period * $clk_io_pct] -clock clk0 $non_clock_inputs
set_output_delay [expr $clk_period * $clk_io_pct] -clock clk0 [all_outputs]
==> impl_metrics.yaml <==
# yosys + openroad results
outcome:
  outcome: "finished, final reports clean"
setup_path:
  end_kind: "flip-flop"
  cp-start-kind: "input pin"
  critPathRequiredTime_ns: 6.05
  worstSetupPathType: "input pin to flip-flop"
  worstPathMaxFanout: 41
  critPathArrivalTime_ns: 3.56
yosys:
  synthesis.area_um2: 6230
  ys.flop_type: "dfxtp_1"
  yosys_area_um2: 6230
  synth-edff-count: 0
  synthCells: 798
  synth-seq-cells: 151
  ys_cells: 798
  async_flop_share: 0
  yosys_warnings: 1
  yosysSeqAreaShare: 0.485
  ys_types: 50
  avgSynthCellArea_um2: 7.81
global_routing:
  grt_pass1_vias: 4990
  grt_use_total: 0.156
  grt_pass1_wl_mm: 26.5
  grt_start_max_net_pins: 69
  antenna_found_initial: 0
  grt-ovfl-total: 0
layout:
  drive_gt1_frac: 0.0801
  final_cell_mix: "nand2_1, dfxtp_1, a21oi_1"
  fillers: 2057
  layout-area-overhead-vs-synth_pct: 25.0
  largestRegisters: "imem_addr: 32 flops, imem_data: 32 flops, next_imem_addr: 32 flops"
  final_common_cell: "nand2_1"
floorplan:
  core_area_um2: 20300
  die_w_um: 146
  ioPinCount: 78
  die_h_um: 146
  die_area_um2: 21400
  rows: 52
  initial_core_util: 0.307
power_and_ir_drop:
  leakagePower_nw: 2.41
  power_frac_seq: 0.474
  p_int_mw: 1.74
  comb_power_share: 0.022
  p_sw_frac: 0.220
  p_total_mw: 2.24
  vdd_drop_max_mv: 0.196
  pwr-share-clk: 0.504
  p_per_area_nw_per_um2: 287
  p_sw_mw: 0.493
routing:
  drc: 0
  dr.pass1.iters: 5
  vias: 5651
  first_iter_violations: 408
  ant_nets: 0
  wl_mm: 16.5
  wl_per_cell_um: 14.6
  diodes: 0
  viasPerCell: 5.00
sta:
  rsz0062_at_grt: "no"
  drv_slew: 0
  finalSetupViolCount: 0
  tns_ns: 0
  hold_viol: 0
  timing.final.crit_share: 0.562
  fin_crit_ns: 3.21
  fmax_mhz: 312
  worstMarginPinSlew_ns: 0.846
  fin_skew_ns: 0.0105
  relSlewSlack: 0.436
placed_design:
  hpwl_mm: 10.7
  gp_congestion: 0.849
  numPortBuffers: 77
clock_tree:
  cts_buffers: 17
  cts-root-buf: "clkbuf_16"
  hold_buffers: 0
  htreeDepth: 4
  clk_pin_slew_ns: 0.06
  clock-sinks: 151
  cts-resized-gates: 0
  clockBufferDepth: 2
  clock.latency.late_pin_ns: 0.42
  cts_tree: "yes"
  cts_setup_buffers: 0
flow_run:
  drv_cap: 0
  warning_count: 25
min_path:
  hold_class: "flip-flop to flip-flop"
==> path summary, 6_finish.rpt <==
check	slack (ns)	depth (start not counted)	endpoint	from
setup / recovery	2.49	7	imem_data[0]	rx_valid
hold / removal	0.43	1	imem_load	write_pending
setup reg to reg	3.22	6	next_imem_addr[26]	next_imem_addr[2]
hold reg to reg	0.43	1	imem_load	write_pending
==> metal layers <==
layer / GRT usage / part of all wire / vias to the layer above
met1: 0.249 / 0.49 / 2641
met3: 0.0271 / 0.058 / 13
li1: - / - / 2829
met2: 0.234 / 0.45 / 168
met4: 0.0156 / 0.010 / 0
met5: 0 / 0 / -
==> synthesized netlist by cell type, types with 3 or more instances <==
cell	instances	share of area
nand2_1	261	0.16
dfxtp_1	151	0.48
a21oi_1	146	0.12
clkbuf_1	40	0.024
o21ai_0	18	0.014
nor2_1	16	0.0096
nand3_1	12	0.0096
a22oi_1	11	0.013
nor4_1	11	0.011
nor3_1	9	0.0072
and3_1	8	0.0080
inv_1	8	0.0048
a31oi_1	7	0.0070
and2_1	7	0.0070
buf_1	7	0.0042
nor2b_1	7	0.0070
or3_1	7	0.0070
buf_2	6	0.0048
mux2_2	6	0.011
nand4_1	6	0.0060
and4_2	5	0.0080
mux2i_1	4	0.0064
ha_1	3	0.0060
nand2b_1	3	0.0030
o221ai_1	3	0.0042
o2bb2ai_1	3	0.0042
==> worst max-delay path, cell delays in order <==
cell and delay [ns]:
clkdlybuf4s50_1 0.63, and2_1 0.28, buf_4 0.22, nand2_2 0.63, buf_4 0.42, nand2_1 0.10, a21oi_1 0.14
==> kinds of logic (layout without fill, tap and decap cells) <==
| logic type | Yosys count | after routing | synth area share |
|---|---|---|---|
| flops | 151 | 151 | 0.485 |
| compound gates | 202 | 202 | 0.178 |
| mux | 11 | 11 | 0.0197 |
| buf+inv | 66 | 129 | 0.0452 |
| simple gates | 365 | 365 | 0.266 |
| fa+ha+maj | 3 | 3 | 0.00602 |
==> area by class of cell <==
type                            count  area, um2  area share
Timing Repair Buffer               90        868       0.111
Clock buffer                       19        453      0.0581
Sequential cell                   151       3020       0.388
Tap cell                          270        338      0.0433
Multi-Input combinational cell    581       2940       0.377
Inverter                            8       30.0     0.00385
Clock inverter                     12        143      0.0183
==> power groups by stage <==
stage                 clock network, mW  logic [mW]  registers (mW)
final                              1.13      0.0490            1.06
after global routing               1.20      0.0535            1.06
after CTS                          1.15      0.0495            1.06
==> through the flow <==
| stage | area (um2) | hold slack, ns | cells | utilization | worst slack, ns |
|---|---|---|---|---|---|
| after floorplan | 6230 | 0.406 | 798 | - | 3.43 |
| after global placement | 7200 | 0.410 | 1100 | 0.355 | 2.00 |
| after detailed placement | 7200 | 0.420 | 1100 | 0.355 | 2.02 |
| after CTS | 7800 | 0.438 | 1131 | 0.384 | 2.46 |
| after global routing | 7800 | 0.463 | 1131 | 0.384 | 2.24 |
| final | 7800 | 0.433 | 1131 | 0.384 | 2.49 |
No activity file was given, so power comes from the tool's default toggle rates.
